<file path="flow/design.v">
module pseudo_rand
  #(parameter WIDTH=257)   
  (input  logic clk,
   input  logic reset,
   output logic [WIDTH-1:0] rand_vect
  );
localparam LFSR_WIDTH =
  (WIDTH <= 64)   ? 64   :
  (WIDTH <= 128)  ? 128  :
  (WIDTH <= 257)  ? 257  : 0;    
localparam [LFSR_WIDTH-1:0] LFSR_POLY = {{(LFSR_WIDTH-8){1'b0}},
  (LFSR_WIDTH == 64)   ? 8'b00011011 :
  (LFSR_WIDTH == 128)  ? 8'b10000111 :
  (LFSR_WIDTH == 257)  ? 8'b11000101 : 8'b0};
bit [256:0] SEED = 257'h0_7163e168_713d5431_6684e132_5cd84848_f3048b46_76874654_0c45f864_04e4684a;
logic [LFSR_WIDTH-1:0] DEFAULT_lfsr_a1,
                       DEFAULT_lfsr_a2;
logic DEFAULT_reset_a0,
      DEFAULT_reset_a1;
generate
      always_ff @(posedge clk) DEFAULT_lfsr_a2[LFSR_WIDTH-1:0] <= DEFAULT_lfsr_a1[LFSR_WIDTH-1:0];
      always_ff @(posedge clk) DEFAULT_reset_a1 <= DEFAULT_reset_a0;
endgenerate
generate    
         assign DEFAULT_reset_a0 = reset;
         assign DEFAULT_lfsr_a1[LFSR_WIDTH-1:0] = DEFAULT_reset_a1 ? SEED : {DEFAULT_lfsr_a2[LFSR_WIDTH-2:0], 1'b0} ^ ({LFSR_WIDTH{DEFAULT_lfsr_a2[LFSR_WIDTH-1]}} & LFSR_POLY);
         assign rand_vect = DEFAULT_lfsr_a2[WIDTH-1:0]; endgenerate
endmodule
</file>
<file path="flow/run.sh">
#!/bin/bash
# OpenROAD 26Q1-2900-gdf79404cd8, Yosys 0.63+post, stock flow scripts
make -C /OpenROAD-flow-scripts/flow DESIGN_CONFIG=/design/flow/config.mk WORK_HOME=/design/flow/orfs finish
</file>
<file path="flow/config.mk">
export PLATFORM = sky130hd
export DESIGN_NAME = pseudo_rand
export DESIGN_NICKNAME = pseudo_rand
export VERILOG_FILES = /design/flow/design.v
export SDC_FILE = /design/flow/constraint.sdc
export NUM_CORES = 4
export LEC_CHECK = 1
export CORE_UTILIZATION = 50
</file>
<file path="flow/constraint.sdc">
current_design pseudo_rand

set clk_period 6.5
set clk_io_pct 0.2

create_clock -name clk0 -period $clk_period [get_ports {clk}]

set non_clock_inputs [all_inputs -no_clocks]
set_input_delay [expr $clk_period * $clk_io_pct] -clock clk0 $non_clock_inputs
set_output_delay [expr $clk_period * $clk_io_pct] -clock clk0 [all_outputs]
</file>
==> insert_results.sql <==
-- metrics for the results database
INSERT INTO impl_metrics (metric_group, metric, value, unit) VALUES
('die', 'dieArea', '14400', 'sq um'),
('yosys', 'mappedNetlistArea', '6960', 'sq um'),
('timing', 'layout_worst_path_cycle_share', '0.423', ''),
('place', 'dp.final_hpwl', '9490', 'um'),
('global_route', 'initial_antenna_violation_count', '0', ''),
('place', 'io_buffer_count', '258', ''),
('timing', 'max_slew_margin_vs_limit', '0.409', ''),
('detailed_routing', 'detailed_route_wl', '15000', 'um'),
('clock_network', 'cts_buffers', '25', ''),
('timing', 'final.setup_skew', '15.9', 'ps'),
('worst_setup_path', 'critical_path.max_fanout', '5', ''),
('job', 'tool_warnings', '28', ''),
('power', 'leakagePower', '4.17', 'nW'),
('timing', 'minimum_period_implied_by_the_final_worst_setup_slack', '2750', 'ps'),
('worst_setup_path', 'timing.reg2reg.setup_slack', '4530', 'ps'),
('timing', 'rsz0062_at_grt', 'false', ''),
('die', 'core_region_area', '13400', 'sq um'),
('worst_setup_path', 'critPathCaptureType', 'output pin', ''),
('place', 'place_ws', '4290', 'ps'),
('worst_setup_path', 'critPathArrivalTime', '1450', 'ps'),
('timing', 'final_number_of_hold_violating_endpoints', '0', ''),
('clock_network', 'clk_path_buf_depth', '3', ''),
('timing', 'maxSlewViolCount', '0', ''),
('timing', 'max_slew.worst_pin.slew', '886', 'ps'),
('yosys', 'synth-seq-cells', '258', ''),
('power', 'power.ir.vdd_worst', '0.274', 'mV'),
('hold_path', 'worstHoldPathType', 'flop to flop', ''),
('detailed_routing', 'detailedRoute.firstIterationViolations', '236', ''),
('job', 'count_of_max_cap_constraint_violations', '0', ''),
('yosys', 'ys_chip_area', '6960', 'sq um'),
('worst_setup_path', 'setup.worst_path.end', 'rand_vect[256]', ''),
('worst_setup_path', 'path_class', 'flop to output pin', ''),
('timing', 'finalWorstSetupSlack', '3750', 'ps'),
('worst_setup_path', 'rr_worst_depth', '2', ''),
('die', 'num_io_pins', '259', ''),
('die', 'std_cell_rows', '42', ''),
('detailed_routing', 'post_drt_wl_per_cell', '15.1', 'um'),
('clock_network', 'cts_tree', 'done', ''),
('detailed_routing', 'detail_route.antenna_diodes', '0', ''),
('worst_setup_path', 'worst_path_dominant_cell_family', 'buffers and inverters', ''),
('final_layout', 'layout-area-overhead-vs-synth', '51.7', '%'),
('yosys', 'yosysWarnings', '1', ''),
('worst_setup_path', 'crit_path_max_incr_delay', '510', 'ps'),
('clock_network', 'clock_latency', '510', 'ps'),
('timing', 'finalSetupTns', '0', 'ps'),
('clock_network', 'post_cts_resize_count', '0', ''),
('yosys', 'postSynthAreaPerCell', '12.7', 'sq um'),
('timing', 'final-setup-viol-count', '0', ''),
('clock_network', 'clock_tree.htree_level_count', '1', ''),
('detailed_routing', 'ant_nets', '0', ''),
('clock_network', 'holdBufCountCts', '0', ''),
('power', 'power.density_cell_area', '335', 'nW/um^2'),
('global_route', 'grt_start_max_net_pins', '105', ''),
('clock_network', 'clock_sink_count', '258', ''),
('run_status', 'status', 'finished clean', ''),
('worst_setup_path', 'critical_path.n_buffers_inverters', '1', ''),
('worst_setup_path', 'startpoint_type', 'flop', ''),
('detailed_routing', 'via_to_cell_ratio', '4.39', ''),
('worst_setup_path', 'timing.critical_path.from', 'DEFAULT_lfsr_a2[256]', ''),
('worst_setup_path', 'critical_path_required', '5200', 'ps'),
('global_route', 'grt_first_pass_wirelength', '23500', 'um'),
('die', 'die_boundary_height', '120', 'um'),
('detailed_routing', 'firstDrtPassIters', '6', ''),
('global_route', 'global_routing_usage_summed_across_all_routing_layers', '0.222', ''),
('timing', 'clock.fmax', '363', 'MHz'),
('clock_network', 'clk_transition_reported_paths', '60', 'ps'),
('die', 'horizontal_die_size', '120', 'um'),
('yosys', 'syn-instance-count', '546', ''),
('place', 'gpl.final_weighted_congestion', '0.837', ''),
('yosys', 'synth.distinct_cells', '10', ''),
('global_route', 'gr-total-overflow', '0', '');
-- final cells by class --
| class | instances | area (sq um) | share of cell area |
|---|---|---|---|
| Sequential cell | 258 | 5170 | 0.490 |
| Timing Repair Buffer | 260 | 2600 | 0.246 |
| Multi-Input combinational cell | 260 | 1630 | 0.154 |
| Clock buffer | 34 | 731 | 0.0692 |
| Tap cell | 176 | 220 | 0.0209 |
| Clock inverter | 10 | 206 | 0.0196 |
-- how the worst min path moves through the flow --
| stage | startpoint | to | slack [ps] | cells after the start |
|---|---|---|---|---|
| final | DEFAULT_lfsr_a2[147] | DEFAULT_lfsr_a2[148] | 430 | 1 |
| after CTS | DEFAULT_lfsr_a2[147] | DEFAULT_lfsr_a2[148] | 430 | 1 |
| after global routing | DEFAULT_lfsr_a2[46] | DEFAULT_lfsr_a2[47] | 450 | 1 |
-- worst register-to-register path, delay by kind of cell, from the launching register on --
family,cells,cell delay [ps]
flip-flops,1,940
buffers and inverters,1,700
AND/OR/NAND/NOR,1,260
-- synth_stat cells --
cell	count	share of area
sky130_fd_sc_hd__dfxtp_1	258	0.74
sky130_fd_sc_hd__nor2b_1	147	0.13
sky130_fd_sc_hd__or2_1	81	0.073
sky130_fd_sc_hd__or2_2	26	0.023
sky130_fd_sc_hd__buf_2	22	0.016
sky130_fd_sc_hd__buf_6	4	0.0065
sky130_fd_sc_hd__xnor2_1	3	0.0038
sky130_fd_sc_hd__clkbuf_1	2	0.0011
sky130_fd_sc_hd__nor2_1	2	0.0011
sky130_fd_sc_hd__nand2b_1	1	0.00090
-- through the flow --
step | area [sq um] | total power, W | util | cells | hold WS (ps)
detailed placement | 9620 | 0.00198 | 0.718 | 954 | 415
global route | 10600 | 0.00367 | 0.787 | 998 | 446
CTS | 10600 | 0.00357 | 0.787 | 998 | 431
finish | 10600 | 0.00354 | 0.787 | 998 | 427
global placement | 9620 | 0.00198 | 0.718 | 954 | 414
floorplan | 6960 | 0.00179 | - | 546 | 383
-- flip-flops by register name, indices dropped and copies added, names as in the netlist --
| signal | cells |
|---|---|
| DEFAULT_reset_a1 | 1 |
| DEFAULT_lfsr_a2 | 257 |
-- cell families (layout without fill, tap and decap cells) --
family,Yosys count,after routing,synth area share
flops,258,258,0.742
simple gates,257,257,0.230
xor+xnor,3,3,0.00378
buf+inv,28,304,0.0234
-- cell usage in the layout, fill, tap and decap left out --
cell type                           n
sky130_fd_sc_hd__dfxtp_1          257
sky130_fd_sc_hd__xnor2_1            3
sky130_fd_sc_hd__dfxtp_4            1
sky130_fd_sc_hd__bufinv_16          6
sky130_fd_sc_hd__clkbuf_16         26
sky130_fd_sc_hd__clkbuf_8           5
sky130_fd_sc_hd__clkinv_2           2
sky130_fd_sc_hd__or2_1             81
sky130_fd_sc_hd__or2_2             26
sky130_fd_sc_hd__nor2b_1          147
sky130_fd_sc_hd__clkdlybuf4s50_1  258
sky130_fd_sc_hd__nor2_1             2
sky130_fd_sc_hd__nand2b_1           1
sky130_fd_sc_hd__inv_6              1
sky130_fd_sc_hd__clkinvlp_4         1
sky130_fd_sc_hd__buf_4              2
sky130_fd_sc_hd__clkbuf_1           3
-- routing by layer --
| layer | up-vias | wire length [um] | GRT usage |
|---|---|---|---|
| met5 | - | 0 | 0 |
| met4 | 0 | 291 | 0.0430 |
| met3 | 24 | 1560 | 0.0859 |
| met2 | 163 | 6640 | 0.322 |
| met1 | 2016 | 6560 | 0.335 |
| li1 | 2178 | - | - |
-- where the power goes --
part	total (W)	switching [W]	internal [W]
Combinational	0.000227	0.0000500	0.000177
Sequential	0.00172	0.0000513	0.00167
Clock	0.00159	0.000564	0.00102
No activity file was given, so power comes from the tool's default toggle rates.
